[design.v]
module SM4(b, Sb);
    input[7:0] b;
    output[7:0] Sb;
    wire[7:0] g;
    wire[9:0] m;
    wire[3:0] p,
        l;
    wire[17:0] e;
    Input M1(b, g, m);
    Top M2(g, m, p);
    Middle M3(p, l);
    Bottom M4(g, m, l, e);
    Output M5(e, Sb);
endmodule
module XOR(t, a, b);
    output t;
    input a,
    b;
    xor(t, a, b);
endmodule
module XNOR(t, a, b);
    output t;
    input a,
    b;
    xnor(t, a, b);
endmodule
module NAND(t, a, b);
    output t;
    input a,
    b;
    nand(t, a, b);
endmodule
module NOR(t, a, b);
    output t;
    input a,
    b;
    nor(t, a, b);
endmodule
module Input(b, g, m);
    input[7:0] b;
    output[7:0] g;
    output[9:0] m;
    wire t1,
        t2,
        t3,
        t4,
        t5,
        t6,
        t7,
        t8,
        t9,
        t10,
        t11,
        t12,
        t13,
        t14,
        t15,
        t16,
        t17;
    XOR m1(t1, b[7], b[5]);
    XNOR m2(t2, b[5], b[1]);
    XNOR m3(t3, b[0], t2);
    XOR m4(t4, b[6], b[2]);
    XOR m5(t5, b[3], t3);
    XOR m6(t6, b[4], t1);
    XOR m7(t7, b[1], t5);
    XOR m8(t8, b[1], t4);
    XOR m9(t9, t6, t8);
    XOR m10(t10, t6, t7);
    XNOR m11(t11, b[3], t1);
    XNOR m12(t12, b[6], t9);
    XOR m13(t13, t4, t10);
    XOR m14(t14, t2, t11);
    XOR m15(t15, t12, t14);
    XOR m16(t16, t3, t12);
    XOR m17(t17, t11, t16);
    assign g = {t15, t14, ~b[0], t2, t5, t13, t7, t10};
    assign m = {t12, t9, t17, b[1], t11, t4, t16, t8, t3, t6};
endmodule
module Top(g, m, d);
    input[7:0] g;
    input[9:0] m;
    output[3:0] d;
    wire t1,
        t2,
        t3,
        t4,
        t5,
        t6,
        t7,
        t8,
        t9,
        t10,
        t11,
        t12,
        t13,
        t14,
        t15,
        t16,
        t17,
        t18,
        t19,
        t20,
        t21,
        t22,
        t23,
        t24;
    NAND m1(t1, g[5], g[1]);
    NAND m2(t2, m[1], m[0]);
    NAND m3(t3, g[4], g[0]);
    NAND m4(t4, g[7], g[3]);
    NAND m5(t5, m[9], m[8]);
    NOR m6(t6, g[6], g[2]);
    NOR m7(t7, g[7], g[3]);
    NOR m8(t8, m[9], m[8]);
    NOR m9(t9, m[7], m[6]);
    NAND m10(t10, m[3], m[2]);
    NAND m11(t11, m[5], m[4]);
    NOR m12(t12, m[3], m[2]);
    XOR m13(t13, t1, t2);
    XOR m14(t14, t3, t2);
    XOR m15(t15, t4, t13);
    XOR m16(t16, t5, t14);
    XOR m17(t17, t9, t10);
    XOR m18(t18, t11, t12);
    XOR m19(t19, t6, t15);
    XOR m20(t20, t7, t16);
    XOR m21(t21, t19, t17);
    XOR m22(t22, t20, t18);
    XOR m23(t23, t8, t15);
    XOR m24(t24, t6, t16);
    assign d[3] = t21;
    assign d[2] = t22;
    assign d[1] = t23;
    assign d[0] = t24;
endmodule
module Middle(p, l);
    input[3:0] p;
    output[3:0] l;
    wire t1,
        t2,
        t3,
        t4,
        t5,
        t6,
        t7,
        t8,
        t9,
        t10,
        t11,
        t12,
        t13,
        t14,
        t15;
    NAND m1(t1, p[3], p[0]);
    NOR m2(t2, t1, p[2]);
    NAND m3(t3, p[2], p[0]);
    XOR m4(t4, p[1], t3);
    NOR m5(t5, p[2], t4);
    NAND m6(t6, p[1], t4);
    NOR m7(t7, p[3], t4);
    NOR m8(t8, t7, t2);
    XNOR m9(t9, t5, t7);
    XNOR m10(t10, t9, p[3]);
    NAND m11(t11, t6, t8);
    NAND m12(t12, t8, p[1]);
    XNOR m13(t13, p[0], t12);
    NAND m14(t14, t1, p[2]);
    NAND m15(t15, t9, t14);
    assign l[3] = t13;
    assign l[2] = t11;
    assign l[1] = t15;
    assign l[0] = t10;
endmodule
module Bottom(g, m, l, e);
    input[7:0] g;
    input[9:0] m;
    input[3:0] l;
    output[17:0] e;
    wire k4,
        k3,
        k2,
        k1,
        k0;
    XOR m1(k4, l[3], l[2]);
    XOR m2(k3, l[3], l[1]);
    XOR m3(k2, l[2], l[0]);
    XOR m4(k1, k3, k2);
    XOR m5(k0, l[1], l[0]);
    NAND m6(e[17], g[2], l[2]);
    NAND m7(e[16], g[3], l[3]);
    NAND m8(e[15], m[8], k4);
    NAND m9(e[14], m[2], k1);
    NAND m10(e[13], m[4], k2);
    NAND m11(e[12], m[6], k3);
    NAND m12(e[11], g[0], l[0]);
    NAND m13(e[10], g[1], l[1]);
    NAND m14(e[9], m[0], k0);
    NAND m15(e[8], g[6], l[2]);
    NAND m16(e[7], g[7], l[3]);
    NAND m17(e[6], m[9], k4);
    NAND m18(e[5], m[3], k1);
    NAND m19(e[4], m[5], k2);
    NAND m20(e[3], m[7], k3);
    NAND m21(e[2], g[4], l[0]);
    NAND m22(e[1], g[5], l[1]);
    NAND m23(e[0], m[1], k0);
endmodule
module Output(e, Sb);
    input[17:0] e;
    output[7:0] Sb;
    wire E11,
        E10,
        E9,
        E8,
        E7,
        E6,
        E5,
        E4,
        E3,
        E2,
        E1,
        E0;
    wire t1,
        t2,
        t3,
        t4,
        t5,
        t6,
        t7,
        t8,
        t9,
        t10,
        t11,
        t12,
        t13,
        t14,
        t15,
        t16;
    XOR m1(E11, e[17], e[16]);
    XOR m2(E10, e[15], e[16]);
    XOR m3(E9, e[14], e[13]);
    XOR m4(E8, e[12], e[13]);
    XOR m5(E7, e[11], e[10]);
    XOR m6(E6, e[9], e[10]);
    XOR m7(E5, e[8], e[7]);
    XOR m8(E4, e[6], e[7]);
    XOR m9(E3, e[5], e[4]);
    XOR m10(E2, e[3], e[4]);
    XOR m11(E1, e[2], e[1]);
    XOR m12(E0, e[0], e[1]);
    XOR m13(t1, E9, E7);
    XOR m14(t2, E1, t1);
    XOR m15(t3, E3, t2);
    XOR m16(t4, E5, E3);
    XOR m17(t5, E4, t4);
    XOR m18(t6, E4, E0);
    XOR m19(t7, E11, E7);
    XOR m20(t8, t1, t4);
    XOR m21(t9, t1, t6);
    XOR m22(t10, E2, t5);
    XOR m23(t11, E10, E8);
    XNOR m24(t12, t3, t11);
    XOR m25(t13, t10, t12);
    XNOR m26(t14, t3, t7);
    XNOR m27(t15, E10, E6);
    XOR m28(t16, t6, t14);
    assign Sb = {t15, t13, t8, t14, t11, t9, t12, t16};
endmodule
[run.sh]
#!/bin/bash
# OpenROAD 26Q1-2900-gdf79404cd8, Yosys 0.63+post, stock flow scripts
make -C /OpenROAD-flow-scripts/flow DESIGN_CONFIG=/design/flow/config.mk WORK_HOME=/design/flow/orfs finish
[config.mk]
export PLATFORM = sky130hd
export DESIGN_NAME = SM4
export DESIGN_NICKNAME = SM4
export VERILOG_FILES = /design/flow/design.v
export SDC_FILE = /design/flow/constraint.sdc
export NUM_CORES = 4
export LEC_CHECK = 1
export CORE_AREA = 10 10 106 106
export DIE_AREA = 0 0 116 116
[constraint.sdc]
current_design SM4

set clk_period 8.2
set clk_io_pct 0.2

create_clock -name clk0 -period $clk_period

set non_clock_inputs [all_inputs -no_clocks]
set_input_delay [expr $clk_period * $clk_io_pct] -clock clk0 $non_clock_inputs
set_output_delay [expr $clk_period * $clk_io_pct] -clock clk0 [all_outputs]
==> Slide: Implementation Results <==
Key Metrics from the Run

Final timing
  – Final worst slack: -0.05749 ns
  – Final hold violation count: 0
  – Slew Viols, Final: 0
  – Worst-margin pin slew: 0.5931 ns
  – Max Fclk: 0.1211 GHz
  – Relative slew slack: 0.6018
  – RSZ-0062 raised after global routing: true
  – Min Tclk post-route: 8.257 ns
  – Final Setup Violations: 1
  – Period utilization: 1.007

Worst setup path
  – Slowest-stage cell, CP: or4_4
  – Delay-heaviest family, CP: XOR/XNOR gates
  – Critical Path RT: 6.56 ns
  – Crit path launch type: primary input
  – CP peak stage delay: 0.50 ns
  – Worst-path fanout max: 5
  – Buf+Inv Stages, Crit Path: 6
  – Worst path arrival time: 6.62 ns
  – CP Capture Type: output port
  – WS Path Type: primary input to output port
  – Most used cell, CP: xnor2_2

Place
  – Gpl congestion: 0.9104
  – Placed cell areas: 2879 um2
  – Placed insts: 459
  – Port bufs: 16
  – Post-Place Setup Slack: -0.9847 ns
  – Post-DP HPWL: 4940 um

Cells and area
  – Final Cell Area: 3161 um2
  – Sequential Area: 0 um2
  – Share of cells above drive strength 1: 0.4341
  – Filler instances: 885
  – FFs & Latches: 0
  – Post-Layout Cell Count: 472
  – Area grow syn2layout: 52.72%
  – MI comb area: 2115 um2
  – Total of clock buffers placed in the layout: 0

Synthesis
  – Commonest cells in the synthesized netlist: xnor2_1, nand2_1, nor2_1
  – Top cell type's share of synthesized area: 0.1312
  – Unique cell types: 72
  – Synthesized area per cell: 7.313 um2
  – Post-synth seq share: 0
  – Largest area contributor in the netlist: xnor2_1
  – Top cells by area: xnor2_1, a211oi_1, xor2_1
  – Area reported by Yosys stat: 2069 um2
  – Warnings, synthesis: 0
  – Post-Syn Instances: 283
  – Synth top cell by count: xnor2_1
  – Synth Cell Area: 2069 um2
  – Ys cells: 283

Routing
  – DRT iter0 DRCs: 191
  – Vias per Instance: 5.023
  – Antenna viol nets, final: 0
  – Wirelength per Cell: 13.34 um
  – Residual DRC: 0
  – Vias: 2371
  – Final wirelength: 6296 um
  – Iteration tally of the first detailed-router pass: 4
  – Antenna Cells: 0

Die
  – Row cnt: 34
  – Die Wd: 116 um
  – Core area: 8848 um2
  – IO Pins: 16
  – Die area: 13460 um2
  – Die Y: 116 um
  – Initial Util: 0.2339

Run
  – Maxcap violations: 0
  – Tool Warnings: 36

GRT
  – Initial antenna violation count: 0
  – All-Layer GR Usage: 0.09444
  – Global route total overflow: 0
  – First-pass GRT wire length: 10780 um
  – Pin count of the biggest net entering global routing: 26
  – Vias in the first global route: 2306

Status
  – Failing checks: setup timing
  – Status: finished with violations

Hold path
  – Hold WC Path Type: primary input to output port
[per-stage QoR]
step	TNS [ns]	hold slack [ns]	util
final	-0.05749	4.217	0.3572
after global routing	-0.7188	4.315	0.3572
after CTS	-0.2621	4.229	0.3462
after detailed placement	-6.369	4.932	0.3254
after global placement	-5.807	4.930	0.3254
after floorplan	-2.441	3.852	-
[layout by cell type, fill, tap and decap left out, types with 5 or more instances in the layout]
| cell | n |
|---|---|
| nor3_1 | 5 |
| nor2_1 | 15 |
| buf_4 | 88 |
| inv_1 | 9 |
| a211oi_2 | 6 |
| buf_2 | 6 |
| xnor2_1 | 22 |
| buf_6 | 8 |
| nand3_1 | 11 |
| nand2_1 | 17 |
| xor2_1 | 7 |
| a31oi_1 | 5 |
| nand4_1 | 5 |
| o21ai_0 | 9 |
| a21oi_1 | 12 |
| a211oi_1 | 9 |
| o211ai_1 | 5 |
| xnor2_2 | 9 |
[metal layers]
layer	wire length [um]	up-vias	part of all wire	GRT usage
met3	175	2	0.028	0.004186
li1	-	1225	-	-
met1	2910	1099	0.46	0.1256
met2	3161	45	0.50	0.1729
met5	0	-	0	0
met4	48	0	0.0076	0.005004
[area by class of cell]
type | count | area share
tap | 108 | 0.04276
multi-input combinational | 242 | 0.6690
inverter | 14 | 0.01821
timing repair buffer | 108 | 0.2700
[logic make-up (layout without fill, tap and decap cells)]
family,Yosys count,in the layout,synth area share
fa+ha+maj,3,3,0.01814
compound gates,95,95,0.3579
buf+inv,41,122,0.1016
xor+xnor,51,51,0.2690
simple gates,89,89,0.2322
mux,4,4,0.02116
[timing repair]
| item | 4_1_cts | 5_1_grt |
|---|---|---|
| endpoints found under the setup margin | 8 | 8 |
| pin swaps | 27 | 30 |
| gates cloned | 0 | 0 |
| buffers inserted | 11 | 4 |
| gates resized | 73 | 19 |
| hold buffers | 0 | 0 |
[worst min-delay path: stages]
cell and delay [ns]:
buf_6 0.09, xor2_4 0.07, inv_2 0.10, buf_4 0.12, a311o_1 0.17, xnor2_1 0.14, xnor2_2 0.16, buf_2 0.08
[worst paths after layout]
check	startpoint	endpoint	slack, ns	cells past startpoint
max	b[2]	Sb[6]	-0.06	27
min	b[5]	Sb[2]	4.22	8
