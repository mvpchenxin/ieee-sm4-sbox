[flow/run.sh]
#!/bin/bash
# OpenROAD 26Q1-2900-gdf79404cd8, Yosys 0.63+post, stock flow scripts
make -C /OpenROAD-flow-scripts/flow DESIGN_CONFIG=/design/flow/config.mk WORK_HOME=/design/flow/orfs finish
[flow/constraint.sdc]
current_design sbox_ref

set clk_period 3.9
set clk_io_pct 0.2

create_clock -name clk0 -period $clk_period

set non_clock_inputs [all_inputs -no_clocks]
set_input_delay [expr $clk_period * $clk_io_pct] -clock clk0 $non_clock_inputs
set_output_delay [expr $clk_period * $clk_io_pct] -clock clk0 [all_outputs]
[flow/config.mk]
export PLATFORM = sky130hd
export DESIGN_NAME = sbox_ref
export DESIGN_NICKNAME = sbox_ref
export VERILOG_FILES = /design/flow/design.v
export SDC_FILE = /design/flow/constraint.sdc
export NUM_CORES = 4
export LEC_CHECK = 1
export CORE_UTILIZATION = 30
[flow/design.v]
module sbox_ref 
	(
		data_in,
		result_out														
	);
input	[7:0]	data_in;
output	[7:0]	result_out;
reg		[7:0]	result_out;
always@(*)
	case(data_in)
        8'h00:  result_out  =   8'hd6;
        8'h01:  result_out  =   8'h90;
        8'h02:  result_out  =   8'he9;
        8'h03:  result_out  =   8'hfe;
        8'h04:  result_out  =   8'hcc;
        8'h05:  result_out  =   8'he1;
        8'h06:  result_out  =   8'h3d;
        8'h07:  result_out  =   8'hb7;
        8'h08:  result_out  =   8'h16;
        8'h09:  result_out  =   8'hb6;
        8'h0a:  result_out  =   8'h14;
        8'h0b:  result_out  =   8'hc2;
        8'h0c:  result_out  =   8'h28;
        8'h0d:  result_out  =   8'hfb;
        8'h0e:  result_out  =   8'h2c;
        8'h0f:  result_out  =   8'h05;
        8'h10:  result_out  =   8'h2b;
        8'h11:  result_out  =   8'h67;
        8'h12:  result_out  =   8'h9a;
        8'h13:  result_out  =   8'h76;
        8'h14:  result_out  =   8'h2a;
        8'h15:  result_out  =   8'hbe;
        8'h16:  result_out  =   8'h04;
        8'h17:  result_out  =   8'hc3;
        8'h18:  result_out  =   8'haa;
        8'h19:  result_out  =   8'h44;
        8'h1a:  result_out  =   8'h13;
        8'h1b:  result_out  =   8'h26;
        8'h1c:  result_out  =   8'h49;
        8'h1d:  result_out  =   8'h86;
        8'h1e:  result_out  =   8'h06;
        8'h1f:  result_out  =   8'h99;
        8'h20:  result_out  =   8'h9c;
        8'h21:  result_out  =   8'h42;
        8'h22:  result_out  =   8'h50;
        8'h23:  result_out  =   8'hf4;
        8'h24:  result_out  =   8'h91;
        8'h25:  result_out  =   8'hef;
        8'h26:  result_out  =   8'h98;
        8'h27:  result_out  =   8'h7a;
        8'h28:  result_out  =   8'h33;
        8'h29:  result_out  =   8'h54;
        8'h2a:  result_out  =   8'h0b;
        8'h2b:  result_out  =   8'h43;
        8'h2c:  result_out  =   8'hed;
        8'h2d:  result_out  =   8'hcf;
        8'h2e:  result_out  =   8'hac;
        8'h2f:  result_out  =   8'h62;
        8'h30:  result_out  =   8'he4;
        8'h31:  result_out  =   8'hb3;
        8'h32:  result_out  =   8'h1c;
        8'h33:  result_out  =   8'ha9;
        8'h34:  result_out  =   8'hc9;
        8'h35:  result_out  =   8'h08;
        8'h36:  result_out  =   8'he8;
        8'h37:  result_out  =   8'h95;
        8'h38:  result_out  =   8'h80;
        8'h39:  result_out  =   8'hdf;
        8'h3a:  result_out  =   8'h94;
        8'h3b:  result_out  =   8'hfa;
        8'h3c:  result_out  =   8'h75;
        8'h3d:  result_out  =   8'h8f;
        8'h3e:  result_out  =   8'h3f;
        8'h3f:  result_out  =   8'ha6;
        8'h40:  result_out  =   8'h47;
        8'h41:  result_out  =   8'h07;
        8'h42:  result_out  =   8'ha7;
        8'h43:  result_out  =   8'hfc;
        8'h44:  result_out  =   8'hf3;
        8'h45:  result_out  =   8'h73;
        8'h46:  result_out  =   8'h17;
        8'h47:  result_out  =   8'hba;
        8'h48:  result_out  =   8'h83;
        8'h49:  result_out  =   8'h59;
        8'h4a:  result_out  =   8'h3c;
        8'h4b:  result_out  =   8'h19;
        8'h4c:  result_out  =   8'he6;
        8'h4d:  result_out  =   8'h85;
        8'h4e:  result_out  =   8'h4f;
        8'h4f:  result_out  =   8'ha8;
        8'h50:  result_out  =   8'h68;
        8'h51:  result_out  =   8'h6b;
        8'h52:  result_out  =   8'h81;
        8'h53:  result_out  =   8'hb2;
        8'h54:  result_out  =   8'h71;
        8'h55:  result_out  =   8'h64;
        8'h56:  result_out  =   8'hda;
        8'h57:  result_out  =   8'h8b;
        8'h58:  result_out  =   8'hf8;
        8'h59:  result_out  =   8'heb;
        8'h5a:  result_out  =   8'h0f;
        8'h5b:  result_out  =   8'h4b;
        8'h5c:  result_out  =   8'h70;
        8'h5d:  result_out  =   8'h56;
        8'h5e:  result_out  =   8'h9d;
        8'h5f:  result_out  =   8'h35;
        8'h60:  result_out  =   8'h1e;
        8'h61:  result_out  =   8'h24;
        8'h62:  result_out  =   8'h0e;
        8'h63:  result_out  =   8'h5e;
        8'h64:  result_out  =   8'h63;
        8'h65:  result_out  =   8'h58;
        8'h66:  result_out  =   8'hd1;
        8'h67:  result_out  =   8'ha2;
        8'h68:  result_out  =   8'h25;
        8'h69:  result_out  =   8'h22;
        8'h6a:  result_out  =   8'h7c;
        8'h6b:  result_out  =   8'h3b;
        8'h6c:  result_out  =   8'h01;
        8'h6d:  result_out  =   8'h21;
        8'h6e:  result_out  =   8'h78;
        8'h6f:  result_out  =   8'h87;
        8'h70:  result_out  =   8'hd4;
        8'h71:  result_out  =   8'h00;
        8'h72:  result_out  =   8'h46;
        8'h73:  result_out  =   8'h57;
        8'h74:  result_out  =   8'h9f;
        8'h75:  result_out  =   8'hd3;
        8'h76:  result_out  =   8'h27;
        8'h77:  result_out  =   8'h52;
        8'h78:  result_out  =   8'h4c;
        8'h79:  result_out  =   8'h36;
        8'h7a:  result_out  =   8'h02;
        8'h7b:  result_out  =   8'he7;
        8'h7c:  result_out  =   8'ha0;
        8'h7d:  result_out  =   8'hc4;
        8'h7e:  result_out  =   8'hc8;
        8'h7f:  result_out  =   8'h9e;
        8'h80:  result_out  =   8'hea;
        8'h81:  result_out  =   8'hbf;
        8'h82:  result_out  =   8'h8a;
        8'h83:  result_out  =   8'hd2;
        8'h84:  result_out  =   8'h40;
        8'h85:  result_out  =   8'hc7;
        8'h86:  result_out  =   8'h38;
        8'h87:  result_out  =   8'hb5;
        8'h88:  result_out  =   8'ha3;
        8'h89:  result_out  =   8'hf7;
        8'h8a:  result_out  =   8'hf2;
        8'h8b:  result_out  =   8'hce;
        8'h8c:  result_out  =   8'hf9;
        8'h8d:  result_out  =   8'h61;
        8'h8e:  result_out  =   8'h15;
        8'h8f:  result_out  =   8'ha1;
        8'h90:  result_out  =   8'he0;
        8'h91:  result_out  =   8'hae;
        8'h92:  result_out  =   8'h5d;
        8'h93:  result_out  =   8'ha4;
        8'h94:  result_out  =   8'h9b;
        8'h95:  result_out  =   8'h34;
        8'h96:  result_out  =   8'h1a;
        8'h97:  result_out  =   8'h55;
        8'h98:  result_out  =   8'had;
        8'h99:  result_out  =   8'h93;
        8'h9a:  result_out  =   8'h32;
        8'h9b:  result_out  =   8'h30;
        8'h9c:  result_out  =   8'hf5;
        8'h9d:  result_out  =   8'h8c;
        8'h9e:  result_out  =   8'hb1;
        8'h9f:  result_out  =   8'he3;
        8'ha0:  result_out  =   8'h1d;
        8'ha1:  result_out  =   8'hf6;
        8'ha2:  result_out  =   8'he2;
        8'ha3:  result_out  =   8'h2e;
        8'ha4:  result_out  =   8'h82;
        8'ha5:  result_out  =   8'h66;
        8'ha6:  result_out  =   8'hca;
        8'ha7:  result_out  =   8'h60;
        8'ha8:  result_out  =   8'hc0;
        8'ha9:  result_out  =   8'h29;
        8'haa:  result_out  =   8'h23;
        8'hab:  result_out  =   8'hab;
        8'hac:  result_out  =   8'h0d;
        8'had:  result_out  =   8'h53;
        8'hae:  result_out  =   8'h4e;
        8'haf:  result_out  =   8'h6f;
        8'hb0:  result_out  =   8'hd5;
        8'hb1:  result_out  =   8'hdb;
        8'hb2:  result_out  =   8'h37;
        8'hb3:  result_out  =   8'h45;
        8'hb4:  result_out  =   8'hde;
        8'hb5:  result_out  =   8'hfd;
        8'hb6:  result_out  =   8'h8e;
        8'hb7:  result_out  =   8'h2f;
        8'hb8:  result_out  =   8'h03;
        8'hb9:  result_out  =   8'hff;
        8'hba:  result_out  =   8'h6a;
        8'hbb:  result_out  =   8'h72;
        8'hbc:  result_out  =   8'h6d;
        8'hbd:  result_out  =   8'h6c;
        8'hbe:  result_out  =   8'h5b;
        8'hbf:  result_out  =   8'h51;
        8'hc0:  result_out  =   8'h8d;
        8'hc1:  result_out  =   8'h1b;
        8'hc2:  result_out  =   8'haf;
        8'hc3:  result_out  =   8'h92;
        8'hc4:  result_out  =   8'hbb;
        8'hc5:  result_out  =   8'hdd;
        8'hc6:  result_out  =   8'hbc;
        8'hc7:  result_out  =   8'h7f;
        8'hc8:  result_out  =   8'h11;
        8'hc9:  result_out  =   8'hd9;
        8'hca:  result_out  =   8'h5c;
        8'hcb:  result_out  =   8'h41;
        8'hcc:  result_out  =   8'h1f;
        8'hcd:  result_out  =   8'h10;
        8'hce:  result_out  =   8'h5a;
        8'hcf:  result_out  =   8'hd8;
        8'hd0:  result_out  =   8'h0a;
        8'hd1:  result_out  =   8'hc1;
        8'hd2:  result_out  =   8'h31;
        8'hd3:  result_out  =   8'h88;
        8'hd4:  result_out  =   8'ha5;
        8'hd5:  result_out  =   8'hcd;
        8'hd6:  result_out  =   8'h7b;
        8'hd7:  result_out  =   8'hbd;
        8'hd8:  result_out  =   8'h2d;
        8'hd9:  result_out  =   8'h74;
        8'hda:  result_out  =   8'hd0;
        8'hdb:  result_out  =   8'h12;
        8'hdc:  result_out  =   8'hb8;
        8'hdd:  result_out  =   8'he5;
        8'hde:  result_out  =   8'hb4;
        8'hdf:  result_out  =   8'hb0;
        8'he0:  result_out  =   8'h89;
        8'he1:  result_out  =   8'h69;
        8'he2:  result_out  =   8'h97;
        8'he3:  result_out  =   8'h4a;
        8'he4:  result_out  =   8'h0c;
        8'he5:  result_out  =   8'h96;
        8'he6:  result_out  =   8'h77;
        8'he7:  result_out  =   8'h7e;
        8'he8:  result_out  =   8'h65;
        8'he9:  result_out  =   8'hb9;
        8'hea:  result_out  =   8'hf1;
        8'heb:  result_out  =   8'h09;
        8'hec:  result_out  =   8'hc5;
        8'hed:  result_out  =   8'h6e;
        8'hee:  result_out  =   8'hc6;
        8'hef:  result_out  =   8'h84;
        8'hf0:  result_out  =   8'h18;
        8'hf1:  result_out  =   8'hf0;
        8'hf2:  result_out  =   8'h7d;
        8'hf3:  result_out  =   8'hec;
        8'hf4:  result_out  =   8'h3a;
        8'hf5:  result_out  =   8'hdc;
        8'hf6:  result_out  =   8'h4d;
        8'hf7:  result_out  =   8'h20;
        8'hf8:  result_out  =   8'h79;
        8'hf9:  result_out  =   8'hee;
        8'hfa:  result_out  =   8'h5f;
        8'hfb:  result_out  =   8'h3e;
        8'hfc:  result_out  =   8'hd7;
        8'hfd:  result_out  =   8'hcb;
        8'hfe:  result_out  =   8'h39;
        8'hff:  result_out  =   8'h48;
	endcase
endmodule
==> impl_metrics.csv <==
group,metric,value,unit
final_layout,combGateArea,0.00326,mm2
yosys,ys_seq_share,0,%
critical_path,startpoint_type,"primary input",
sta,setup_violations,0,
critical_path,cp_num_buf_inv,5,
sta,fmax,0.261,GHz
critical_path,crit_required,3.12,ns
detailed_routing,viasPerCell,6.68,
detailed_routing,drc,0,
placed_design,port_buffers,16,
sta,fin_crit,3.83,ns
yosys,netlist_top_cells_count,"nand2_1, a21oi_1, o21ai_0",
cts,cts.hold.buffers_added,0,
detailed_routing,totalWireLength,19.3,mm
sta,worst_pin_slew,0.451,ns
power,ir_drop,0.0804,mV
final_layout,post-route-util,43.9,%
floorplan,die_y,110,um
yosys,top_cell,"nand2_1",
yosys,ys_cells,556,
critical_path,path_class,"primary input to output pin",
yosys,post_synth.cell_area_avg,6.26,um2
critical_path,max_stage_delay,0.47,ns
yosys,synthTopCellsByArea,"a21oi_1, o21ai_0, nand2_1",
yosys,ys_sh_aoi,44.3,%
critical_path,worstPathMaxFanout,6,
detailed_routing,dr.pass1.iters,5,
placed_design,dp_hpwl,14.1,mm
global_routing,grt_overflow,0,
yosys,logic_family,"AND-OR/OR-AND gates",
floorplan,core,0.0111,mm2
detailed_routing,drtAntennaViolNets,0,
final_layout,n_fill_cell,1121,
sta,hold_slack,2.07,ns
floorplan,io_pins,16,
flow_run,drv_cap,0,
yosys,ys_types,71,
final_layout,final-seq-area,0,um2
sta,finalClockPeriodUsage,98.3,%
final_layout,drive_gt1_share,31.9,%
sta,hold_violations,0,
sta,relSlewSlack,69.9,%
global_routing,first_global_vias,4896,
placed_design,dp.cells,778,
global_routing,grtUsageTotal,33.5,%
sta,slew_violations,0,
floorplan,rows,38,
placed_design,post_dp_cell_area,0.00452,mm2
yosys,ys_warn_count,1,
power,total_power,669,uW
critical_path,cp_slowest_cell,"clkdlybuf4s50_1",
final_layout,layoutNonFillerInstCount,780,
critical_path,cp-end-kind,"output pin",
detailed_routing,drt-wirelength-per-cell,24.7,um
global_routing,grt_pass1_wl,29.3,mm
critical_path,arrival,3.05,ns
final_layout,clock_buffers,0,
floorplan,die_w,110,um
global_routing,antenna_found_initial,0,
yosys,syn-instance-count,556,
min_path,hold_path_class,"primary input to output pin",
yosys,synth_adder_area_share,4.67,%
yosys,yosysTopAreaCell,"a21oi_1",
final_layout,finalInstanceArea,0.00486,mm2
yosys,synthSimpleGateAreaFrac,31.2,%
final_layout,areaGrowthSynthToFinish,39.6,%
yosys,xor_share,1.22,%
run_status,outcome,"finished clean",
yosys,netlist_area,0.00348,mm2
placed_design,routabilityCongestion,1.05,
yosys,post-synth-top-area-fraction,6.90,%
critical_path,cpLargestDelayFamily,"buffers and inverters",
yosys,synth_chip_area,0.00348,mm2
detailed_routing,drtIter0Drc,626,
detailed_routing,n_antenna_cell,0,
yosys,mux_share,5.46,%
global_routing,grt_max_degree,77,
critical_path,crit_chain,"clkbuf_4 -> inv_2 -> buf_6 -> ha_4 -> nor2b_1 -> buf_4 -> a21oi_1 -> o2111ai_1 -> o21ai_0 -> o211ai_1 -> and4_1 -> clkdlybuf4s50_1",
floorplan,initCoreUtil,31.4,%
power,p_leak,1.89,nW
final_layout,flops,0,
flow_run,tool_warnings,43,
detailed_routing,route.vias.total,5211,
power,power.density,138,mW/mm2
floorplan,die_area,0.0120,mm2
==> timing repair <==
| action | CTS | global route |
|---|---|---|
| setup endpoints to repair | 8 | 8 |
| pin swaps | 7 | 8 |
| gates resized | 62 | 23 |
| setup buffers | 1 | 0 |
| cloned | 1 | 0 |
==> layout make-up <==
class / count / share of cell area [%]
Tap cell: 140 / 3.60
Timing Repair Buffer: 158 / 28.4
Inverter: 12 / 0.927
Multi-Input combinational cell: 470 / 67.1
==> per-layer routing <==
| layer | track usage, % | up-vias | share of wire [%] |
|---|---|---|---|
| met5 | 0 | - | 0 |
| met4 | 16.0 | 0 | 6.7 |
| met3 | 7.92 | 107 | 13 |
| met2 | 47.8 | 420 | 40 |
| met1 | 47.2 | 2393 | 40 |
| li1 | - | 2291 | - |
==> final timing paths <==
check / startpoint / end / cells after the start / slack (ns)
max: data_in[1] / result_out[7] / 12 / 0.07
min: data_in[6] / result_out[0] / 3 / 2.07
==> through the flow <==
stage               setup TNS, ns  setup WS (ns)
floorplan                       0          0.488
global placement            -3.62         -0.521
detailed placement          -3.38         -0.470
CTS                             0         0.0231
global route            -0.000324      -0.000324
finish                          0         0.0668
==> cell families after synthesis <==
family / Yosys count
AND-OR/OR-AND: 227
AND/OR/NAND/NOR: 216
buffers and inverters: 86
adder cells (fa/ha/maj): 13
multiplexers: 10
XOR/XNOR: 4
==> where the power goes <==
part	leakage (nW)	total, mW	internal, mW	switching (mW)
Clock	0	0	0	0
Combinational	1.89	0.669	0.294	0.375
Sequential	0	0	0	0
==> cell usage in the layout (no fill, tap or decap), types with 8 or more instances in the layout <==
cell type,n
inv_1,9
nand2b_1,16
buf_4,126
buf_12,9
nor2_1,36
o211ai_1,17
a311oi_1,15
nand3_1,27
a211oi_1,13
clkdlybuf4s50_1,8
a311o_1,8
a31oi_1,12
nand2_1,49
nor3_1,25
nor2b_1,13
o21ai_0,41
a21oi_1,44
Power figures rest on the tool's default switching activity, not on a simulated workload.
